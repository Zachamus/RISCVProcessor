--- design/flow/config.mk ---
export PLATFORM = sky130hd
export DESIGN_NAME = ucsbece154b_rf
export DESIGN_NICKNAME = ucsbece154b_rf
export VERILOG_FILES = /design/flow/design.v
export SDC_FILE = /design/flow/constraint.sdc
export NUM_CORES = 4
export LEC_CHECK = 1
export CORE_UTILIZATION = 40
--- design/flow/constraint.sdc ---
current_design ucsbece154b_rf

set clk_period 7.5
set clk_io_pct 0.2

create_clock -name clk0 -period $clk_period [get_ports {clk}]

set non_clock_inputs [all_inputs -no_clocks]
set_input_delay [expr $clk_period * $clk_io_pct] -clock clk0 $non_clock_inputs
set_output_delay [expr $clk_period * $clk_io_pct] -clock clk0 [all_outputs]
--- design/flow/design.v ---
module ucsbece154b_rf (
    input               clk,
    input         [4:0] a1_i, a2_i, a3_i,
    output wire  [31:0] rd1_o, rd2_o,
    input               we3_i,
    input        [31:0] wd3_i
);
reg [31:0] MEM [0:31];
assign rd1_o = MEM[a1_i];
assign rd2_o = MEM[a2_i];
initial MEM[0] = 32'b0;
always @ (posedge clk) begin
    if (we3_i && (a3_i!=5'b0))
        MEM[a3_i] <= wd3_i;
end
wire [31:0] zero = MEM[5'd0];
wire [31:0] ra = MEM[5'd1];
wire [31:0] sp = MEM[5'd2];
wire [31:0] gp = MEM[5'd3];
wire [31:0] tp = MEM[5'd4];
wire [31:0] t0 = MEM[5'd5];
wire [31:0] t1 = MEM[5'd6];
wire [31:0] t2 = MEM[5'd7];
wire [31:0] s0 = MEM[5'd8];
wire [31:0] s1 = MEM[5'd9];
wire [31:0] a0 = MEM[5'd10];
wire [31:0] a1 = MEM[5'd11];
wire [31:0] a2 = MEM[5'd12];
wire [31:0] a3 = MEM[5'd13];
wire [31:0] a4 = MEM[5'd14];
wire [31:0] a5 = MEM[5'd15];
wire [31:0] a6 = MEM[5'd16];
wire [31:0] a7 = MEM[5'd17];
wire [31:0] s2 = MEM[5'd18];
wire [31:0] s3 = MEM[5'd19];
wire [31:0] s4 = MEM[5'd20];
wire [31:0] s5 = MEM[5'd21];
wire [31:0] s6 = MEM[5'd22];
wire [31:0] s7 = MEM[5'd23];
wire [31:0] s8 = MEM[5'd24];
wire [31:0] s9 = MEM[5'd25];
wire [31:0] s10 = MEM[5'd26];
wire [31:0] s11 = MEM[5'd27];
wire [31:0] t3 = MEM[5'd28];
wire [31:0] t4 = MEM[5'd29];
wire [31:0] t5 = MEM[5'd30];
wire [31:0] t6 = MEM[5'd31];
endmodule
--- design/flow/run.sh ---
#!/bin/bash
# OpenROAD 26Q1-2900-gdf79404cd8, Yosys 0.63+post, stock flow scripts
make -C /OpenROAD-flow-scripts/flow DESIGN_CONFIG=/design/flow/config.mk WORK_HOME=/design/flow/orfs finish
==> flow_summary_export.csv <==
group,metric,value,unit
timing,max_freq,166.5,MHz
detailed_routing,via_count,30950,
die,core-area,120400,um2
detailed_routing,ant_nets,0,
synthesis,synth.distinct_cells,24,
global_route,met3_usage,0.1452,
cts,cts_buffers,107,
timing,final_report_setup_violation_count,0,
worst_setup_path,class_of_the_most_critical_setup_path,"in2out",
detailed_routing,wire_per_inst,29.25,um
worst_setup_path,setup.worst_path.start_class,"input pin",
synthesis,post_synth_inst_count,3386,
place,place.gp.congestion,0.8658,
timing,slew_headroom,0.3012,
cts,cts.htree.levels,3,
global_route,grt_pass1_wl,217.4,mm
min_path,hold_class,"in2reg",
detailed_routing,detail_route.first_pass.iterations,6,
die,initCoreUtil,0.4048,
worst_setup_path,cp_top_family,"buffers and inverters",
timing,final.setup.tns,0,ps
worst_setup_path,crit_path_cell_trace,"clkdlybuf4s50_1 -> nor2b_4 -> buf_4 -> a22o_1 -> nor3_1 -> a31oi_1 -> nand3_1 -> clkdlybuf4s50_1",
synthesis,synth-seq-area-share,0.6307,
place,dpl.hpwl,85.52,mm
worst_setup_path,cp_slowest_cell,"sky130_fd_sc_hd__clkdlybuf4s50_1",
final_layout,layout_top_registers,"MEM x1024",
worst_setup_path,buffers_inverters_on_critical_path,3,
cts,cts_max_path_buffers,3,
pwr,power.static_leakage,20.39,nW
final_layout,largest_reg_flops,1024,
job,tool_warnings,26,
final_layout,top_register,"MEM",
global_route,busiest_layer_in_global_routing,"met2",
synthesis,syn_avg_cell_area,14.40,um2
cts,worst_setup_hold_path_clk_slew,60,ps
global_route,global_route.overflow_total,0,
pwr,vdd_drop_max,208.0,uV
min_path,hp-start,"wd3_i[28]",
worst_setup_path,crit_path_max_fanout,41,
pwr,power_per_cell_area,230.3,nW/um2
timing,rsz0062_at_grt,"no",
synthesis,ys.warnings.count,1,
synthesis,top_area_cell,"sky130_fd_sc_hd__edfxtp_1",
cts,cts.sink_count,1024,
timing,worstMarginPinSlew,1046,ps
worst_setup_path,cp.required,6000,ps
global_route,grt_pass1_vias,31540,
detailed_routing,drc_errors,0,
synthesis,synth-async-reset-ratio,0,
die,io-pin-count,113,
synthesis,synthFlopType,"sky130_fd_sc_hd__edfxtp_1",
synthesis,synth-edff-count,1024,
cts,cts_setup_buffers,0,
cts,post_cts_hold_buffer_count,0,
synthesis,synthesis.area,48760,um2
synthesis,ys_ff,1024,
pwr,power,12.81,mW
min_path,worst_hold_path.num_cells,2,
timing,hold_viol_final,0,
global_route,gr-usage-all-layers,0.2655,
worst_setup_path,endpoint_kind,"output pin",
synthesis,synth.yosys.num_cells,3386,
job,max_capacitance_violation_count,0,
worst_setup_path,path_common_cell,"sky130_fd_sc_hd__clkdlybuf4s50_1",
cts,tritoncts,"done",
timing,crit_path_time_final,6005,ps
synthesis,synthTopCellsByArea,"sky130_fd_sc_hd__edfxtp_1 63%, sky130_fd_sc_hd__mux2i_1 21%, sky130_fd_sc_hd__a22oi_1 3.0%",
die,num_rows,127,
global_route,number_of_antenna_violations_at_the_first_check_in_global_routing,4,
synthesis,top_cell_area_share,0.6307,
cts,cts_root_buffer,"sky130_fd_sc_hd__clkbuf_16",
cts,cts_resized,0,
timing,final_max_slew_viol_count,0,
worst_setup_path,launch_point_of_the_worst_path,"a1_i[0]",
detailed_routing,viasPerCell,5.921,
synthesis,yosys_stat_chip_area,48760,um2
min_path,worstHoldEndpoint,"MEM[24][28]$_DFFE_PP_",
worst_setup_path,worst-endpoint-arrival,4510,ps
die,die.size.x,351.1,um
die,fp.dieH,351.1,um
timing,fin_crit_sh,0.8007,
global_route,grt_util_met1,0.3429,
final_layout,layout-area-overhead-vs-synth,14.06,%
die,chip_area,123300,um2
worst_setup_path,slowest_delay,660,ps
outcome,run_status,"complete, no violations",
global_route,gr-usage-met2,0.3984,
place,place.port_buffers,112,
detailed_routing,total_routed_length,152.9,mm
detailed_routing,initialDrtViolationCount,2001,
final_layout,drive_gt1_frac,0.09217,
global_route,grt_max_degree,85,
per-layer routing:
metal / up-vias / part of all wire
met5: - / 0.00080
met2: 1719 / 0.46
met3: 288 / 0.13
met1: 15300 / 0.36
met4: 10 / 0.039
li1: 13630 / -
per-stage QoR:
| step | instance area (um2) | std cells | util | hold slack (ps) | setup WS (ps) |
|---|---|---|---|---|---|
| after floorplan | 48870 | 3417 | - | 1599 | 3445 |
| after global placement | 52210 | 5026 | 0.4335 | 2333 | 1487 |
| after detailed placement | 52210 | 5026 | 0.4335 | 2334 | 1505 |
| after CTS | 55610 | 5225 | 0.4617 | 1622 | 1511 |
| after global routing | 55610 | 5225 | 0.4617 | 1648 | 1354 |
| final | 55610 | 5227 | 0.4617 | 1645 | 1495 |
worst max path at each step:
| stage | end | cells past startpoint |
|---|---|---|
| CTS | rd2_o[2] | 8 |
| global route | rd1_o[12] | 8 |
| finish | rd1_o[24] | 8 |
cell type report:
| type | count | area [um2] |
|---|---|---|
| clock inverter | 56 | 457.9 |
| fill | 10450 | 64840 |
| antenna | 2 | 5.005 |
| timing repair buffer | 250 | 2555 |
| clock buffer | 143 | 2940 |
| sequential | 1024 | 30750 |
| tap | 1612 | 2017 |
| multi-input combinational | 2140 | 16890 |
cells in the mapped netlist (3+ instances only):
cell type                  number
sky130_fd_sc_hd__nand2_1      195
sky130_fd_sc_hd__nor2b_1        4
sky130_fd_sc_hd__a31oi_1       64
sky130_fd_sc_hd__nand3b_1       5
sky130_fd_sc_hd__nand3_1      194
sky130_fd_sc_hd__a22o_1       128
sky130_fd_sc_hd__nor2_1        34
sky130_fd_sc_hd__a22oi_1      192
sky130_fd_sc_hd__buf_4         57
sky130_fd_sc_hd__nand2b_1       4
sky130_fd_sc_hd__clkbuf_1      82
sky130_fd_sc_hd__edfxtp_1    1024
sky130_fd_sc_hd__nor3_1        64
sky130_fd_sc_hd__or3b_2         3
sky130_fd_sc_hd__buf_6         37
sky130_fd_sc_hd__a21oi_1      192
sky130_fd_sc_hd__buf_1         11
sky130_fd_sc_hd__buf_2         62
sky130_fd_sc_hd__clkbuf_4       4
sky130_fd_sc_hd__mux2i_1     1024
cells in the final DEF (no fill, tap or decap), types with 32 or more instances in the layout:
master	Yosys	layout
sky130_fd_sc_hd__buf_4	57	107
sky130_fd_sc_hd__conb_1	1	32
sky130_fd_sc_hd__a21oi_1	192	192
sky130_fd_sc_hd__nand2_1	195	193
sky130_fd_sc_hd__clkdlybuf4s50_1	0	110
sky130_fd_sc_hd__a22oi_1	192	192
sky130_fd_sc_hd__nor2_4	0	33
sky130_fd_sc_hd__nor3_1	64	64
sky130_fd_sc_hd__nand3_1	194	194
sky130_fd_sc_hd__clkbuf_16	0	113
sky130_fd_sc_hd__edfxtp_1	1024	1024
sky130_fd_sc_hd__a31oi_1	64	64
sky130_fd_sc_hd__mux2i_1	1024	1024
sky130_fd_sc_hd__a22o_1	128	128
report_power, final:
group / total [mW] / switching [mW] / internal, mW
registers: 6.41 / 0.0321 / 6.38
logic: 1.21 / 0.747 / 0.464
clock network: 5.18 / 2.18 / 3.01
kinds of logic (layout without fill, tap and decap cells):
kind of cell / after synthesis / count (layout) / synth area share
muxes: 1024 / 1024 / 0.2102
other: 1 / 34 / 0.00007691
buffers and inverters: 253 / 449 / 0.03146
AOI/OAI and AO/OA: 576 / 576 / 0.08048
and+or+nand+nor: 508 / 508 / 0.04709
DFF: 1024 / 1024 / 0.6307
Power and IR drop assume default switching activity.
