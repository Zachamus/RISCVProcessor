<file path="flow/design.v">
module ucsbece154b_alu (
    input        [31:0] a_i, b_i,
    input         [2:0] alucontrol_i,
    output reg   [31:0] result_o,
    output wire         zero_o
);
localparam   [31:0] pc_start = 32'h00010000;
localparam          MuxPCnew_fromFetch    = 1'b0;     
localparam          MuxPCnew_fromExecute  = 1'b1;     
localparam          MuxPCtarget_fromPCPlus4   = 1'b0;    
localparam          MuxPCtarget_fromBTB       = 1'b1;    
localparam    [2:0] instr_addsub_funct3 = 3'b000; 
localparam    [2:0] instr_slt_funct3    = 3'b010;  
localparam    [2:0] instr_or_funct3     = 3'b110;  
localparam    [2:0] instr_and_funct3    = 3'b111; 
localparam    [2:0] instr_beq_funct3    = 3'b000;    
localparam    [2:0] instr_bne_funct3    = 3'b001;    
localparam    [6:0] instr_Rtype_op    = 7'b0110011;
localparam    [6:0] instr_lw_op       = 7'b0000011;
localparam    [6:0] instr_sw_op       = 7'b0100011;
localparam    [6:0] instr_jal_op      = 7'b1101111;
localparam    [6:0] instr_branch_op   = 7'b1100011;    
localparam    [6:0] instr_ItypeALU_op = 7'b0010011;
localparam    [6:0] instr_lui_op      = 7'b0110111;
localparam    [6:0] instr_jalr_op     = 7'b1100111;
localparam    [1:0] ALUop_mem    = 2'b00;
localparam    [1:0] ALUop_beqbne = 2'b01;   
localparam    [1:0] ALUop_other  = 2'b10;
localparam    [2:0] imm_Itype = 3'b000;
localparam    [2:0] imm_Stype = 3'b001;
localparam    [2:0] imm_Btype = 3'b010;
localparam    [2:0] imm_Jtype = 3'b011;
localparam    [2:0] imm_Utype = 3'b100;
localparam    [2:0] ALUcontrol_add = 3'b000;
localparam    [2:0] ALUcontrol_sub = 3'b001;
localparam    [2:0] ALUcontrol_and = 3'b010;
localparam    [2:0] ALUcontrol_or  = 3'b011;
localparam    [2:0] ALUcontrol_slt = 3'b101;
localparam    [1:0] forward_ex    = 2'b00;
localparam    [1:0] forward_wb    = 2'b01;
localparam    [1:0] forward_mem   = 2'b10;
localparam     SrcB_reg  = 1'b0;
localparam     SrcB_imm  = 1'b1;
localparam    [1:0] MuxResult_aluout  = 2'b00;
localparam    [1:0] MuxResult_mem     = 2'b01;
localparam    [1:0] MuxResult_PCPlus4 = 2'b10;
localparam    [1:0] MuxResult_imm     = 2'b11;
always @ * begin
    case (alucontrol_i)
        ALUcontrol_and: result_o = a_i & b_i;
        ALUcontrol_or: result_o = a_i | b_i;
        ALUcontrol_add: result_o = a_i + b_i;
        ALUcontrol_sub: result_o = a_i - b_i;
        ALUcontrol_slt: result_o = {31'b0, ($signed(a_i)<$signed(b_i))};
        default: begin
            result_o = {32{1'bx}};
        end
    endcase
end
assign zero_o = (result_o == 32'b0);
endmodule
</file>
<file path="flow/run.sh">
#!/bin/bash
# OpenROAD 26Q1-2900-gdf79404cd8, Yosys 0.63+post, stock flow scripts
make -C /OpenROAD-flow-scripts/flow DESIGN_CONFIG=/design/flow/config.mk WORK_HOME=/design/flow/orfs finish
</file>
<file path="flow/config.mk">
export PLATFORM = sky130hd
export DESIGN_NAME = ucsbece154b_alu
export DESIGN_NICKNAME = ucsbece154b_alu
export VERILOG_FILES = /design/flow/design.v
export SDC_FILE = /design/flow/constraint.sdc
export NUM_CORES = 4
export LEC_CHECK = 1
export CORE_UTILIZATION = 50
</file>
<file path="flow/constraint.sdc">
current_design ucsbece154b_alu

set clk_period 27.1
set clk_io_pct 0.2

create_clock -name clk0 -period $clk_period

set non_clock_inputs [all_inputs -no_clocks]
set_input_delay [expr $clk_period * $clk_io_pct] -clock clk0 $non_clock_inputs
set_output_delay [expr $clk_period * $clk_io_pct] -clock clk0 [all_outputs]
</file>
==> results.sh <==
# physical design summary
export IMPL_initCoreUtil_pct=51.2
export IMPL_log_warning_count=100
export IMPL_cts_setup_buffers=0
export IMPL_grt_max_degree=31
export IMPL_dp_cells=1102
export IMPL_tightest_slew_ns=1.09
export IMPL_cp_end_kind="output port"
export IMPL_synthesis_instances=899
export IMPL_ys_top_cells_by_count="inv_1 (104), ha_1 (99), nor2_1 (95), a21oi_1 (89), nand2_1 (63)"
export IMPL_grt_pass1_wl_um=33500
export IMPL_core_um2=11400
export IMPL_cpLargestDelayFamily="AND-OR/OR-AND gates"
export IMPL_rsz0062_at_grt="no"
export IMPL_row_count=39
export IMPL_synth_area_per_cell_um2=6.48
export IMPL_gp_congestion=1.05
export IMPL_n_clock_buffer=0
export IMPL_numSequentialCells=0
export IMPL_postCtsHoldBufs=0
export IMPL_ir_drop_v=0.0000158
export IMPL_cpMaxStageDelayCell="o31ai_1"
export IMPL_io_pins=100
export IMPL_cp_slowest_stage_delay_ns=0.70
export IMPL_chipHeight_um=110
export IMPL_die_width_um=110
export IMPL_drt_iter0_markers=709
export IMPL_synth_top_cell_by_count="inv_1"
export IMPL_p_leak_nw=3.07
export IMPL_cp_required_ns=21.68
export IMPL_yosys_stat_seqShare_pct=0
export IMPL_top_cells_by_area="ha_1 (21%), a21oi_1 (7.6%), inv_1 (6.7%), nor2_1 (6.1%), o21ai_0 (4.3%)"
export IMPL_swShare_pct=58.6
export IMPL_power_switching_w=0.0000898
export IMPL_criticalPathCategory="in2out"
export IMPL_track_usage_pct=36.9
export IMPL_fin_tns_setup_ns=0
export IMPL_cap_violations=0
export IMPL_fmax_mhz=64.7
export IMPL_critPathLaunchType="input port"
export IMPL_numPortBuffers=100
export IMPL_synthToLayoutAreaGrowth_pct=18.0
export IMPL_place_hpwl_um=17600
export IMPL_worstHoldPathType="in2out"
export IMPL_finalHoldViolCount=0
export IMPL_netlist_area_um2=5830
export IMPL_firstDrtPassIters=6
export IMPL_dieArea_um2=12100
export IMPL_ys_types=93
export IMPL_yosysTopAreaCell="ha_1"
export IMPL_power_density_nw_per_um2=22.3
export IMPL_crit_buf_inv=3
export IMPL_grt_remaining_overflow=0
export IMPL_relSlewSlack_pct=26.1
export IMPL_crit_chain="clkdlybuf4s50_1 > inv_1 > ha_1 > a21oi_1 > o31ai_1 > a211oi_4 > o31ai_2 > a221o_2 > xnor2_1 > a21oi_1 > a2111oi_0 > nand4bb_1 > nor4_2 > clkdlybuf4s50_1"
export IMPL_p_int_w=0.0000633
export IMPL_ys_area_um2=5830
export IMPL_final_util_pct=60.4
export IMPL_p_seq_share_pct=0
export IMPL_regArea_um2=0
export IMPL_drive_above_1_share_pct=4.80
export IMPL_antenna_cells=0
export IMPL_top_area_share_pct=21.3
export IMPL_grt_pass1_vias=6195
export IMPL_cts_resized=0
export IMPL_min_period_ns=15.45
export IMPL_critPathMaxFanout=13
export IMPL_wl_per_cell_um=20.1
export IMPL_via_per_inst=6.42
export IMPL_stdcell_count=1102
export IMPL_maxSlewViolCount=0
export IMPL_yosys_warnings=1
export IMPL_timing_final_crit_share_pct=57.0
export IMPL_n_fill_cell=1066
export IMPL_drc=0
export IMPL_status="finished clean"
export IMPL_setup_violations_final=0
export IMPL_vias=7070
export IMPL_clkPwrFrac_pct=0
export IMPL_p_comb_share_pct=100.0
export IMPL_worst_ep_arrival_time_ns=10.03
export IMPL_drt_wl_total_um=22100
export IMPL_p_total_w=0.000153
export IMPL_ant_nets=0
export IMPL_antenna_found_initial=0
export IMPL_yosysCellCount=899
area by class of cell:
type	count	area, µm²	share of cell area (%)
multi-input combinational	738	5200	75.7
tap	143	179	2.60
timing repair buffer	110	1080	15.7
inverter	111	417	6.06
logic make-up after synthesis:
logic type,synth area share (%)
buffers and inverters,10.9
AOI/OAI and AO/OA,40.5
and+or+nand+nor,23.5
muxes,1.20
adders and majority gates,21.9
xor gates and xnor gates,1.95
metrics by stage:
step | hold WS (ns) | setup WS (ns) | cell area [µm²]
after floorplan | 11.05 | 13.64 | 5830
after global placement | 12.04 | 11.86 | 6870
after detailed placement | 12.04 | 11.74 | 6870
after CTS | 12.04 | 11.72 | 6870
after global routing | 12.10 | 11.34 | 6870
final | 12.03 | 11.65 | 6870
layout by cell type, fill, tap and decap left out, types with 10 or more instances in the layout:
cell             count
a211oi_1            17
a21o_1              18
a21oi_1             89
a31oi_1             12
buf_4               10
clkdlybuf4s50_1    100
ha_1                99
inv_1              104
nand2_1             63
nand3_1             23
nor2_1              95
nor2b_1             13
nor3_1              15
o211ai_1            19
o21ai_0             50
o21ai_1             13
o21bai_1            14
or3_1               11
xnor2_1             11
routing by layer:
layer  wire (µm)  vias up  global-route usage (%)  part of all wire, %
met3        2410       79                    8.64                   11
met2        9120      413                    54.7                   41
li1            -     3389                       -                    -
met4         937        0                    12.2                  4.2
met1        9660     3189                    52.2                   44
met5           0        -                       0                    0
worst paths after layout:
kind / startpoint / end / cells past startpoint
worst max-delay path: a_i[8] / zero_o / 14
worst min-delay path: b_i[31] / result_o[31] / 5
power groups by stage:
stage / Clock, W / Sequential, W / Combinational (W)
6_report: 0 / 0 / 0.000153
4_1_cts: 0 / 0 / 0.000149
5_1_grt: 0 / 0 / 0.000165
Power figures rest on the tool's default switching activity, not on a simulated workload.
